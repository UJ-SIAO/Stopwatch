## design.v

```verilog
module  Lab1	(
	clk,
	rst,
	key0_in,
	min1,
	min2,
	sec1,
	sec2,
	ms1,
	ms2
);
input clk;
input rst;
input key0_in;
output [6:0]min1;
output [6:0]min2;
output [6:0]sec1;
output [6:0]sec2;
output [6:0]ms1;
output [6:0]ms2;
wire	debo_key0;
wire	run_stop;
wire	[6:0]min;
wire	[6:0]sec;
wire	[6:0]ms;
wire	posed_key0;
wire	neged_key0;
wire	[3:0]min_units;
wire	[3:0]min_tens;
wire	[3:0]sec_units;
wire	[3:0]sec_tens;
wire	[3:0]ms_units;
wire	[3:0]ms_tens;
debounce debounce_key0(
	.clk(clk),
	.rst(rst),
	.key_in(key0_in),
	.key_out(debo_key0)
);
edge_detect edge_detect0(
	.clk(clk),
   .rst(rst),
   .data_in(key0_in),
   .pos_edge(posed_key0),
   .neg_edge(neged_key0) 
);
state state1(
	.clk(clk),
	.rst(rst),
	.key0(neged_key0),
	.run_stop(run_stop)
);
stopwatch stopwatch1(
	.clk(clk),
	.rst(rst),
	.run_stop(run_stop),
	.min(min),
	.sec(sec),
	.ms(ms)
);
assign min_units=min%10;
assign min_tens=min/10;
assign sec_units=sec%10;
assign sec_tens=sec/10;
assign ms_units=ms%10;
assign ms_tens=ms/10;
seg	min_uni(
	.clk(clk),
	.rst(rst),
	.number_in(min_units),
	.code_out(min1)
);
seg	min_ten(
	.clk(clk),
	.rst(rst),
	.number_in(min_tens),
	.code_out(min2)
);
seg	sec_uni(
	.clk(clk),
	.rst(rst),
	.number_in(sec_units),
	.code_out(sec1)
);
seg	sec_ten(
	.clk(clk),
	.rst(rst),
	.number_in(sec_tens),
	.code_out(sec2)
);
seg	ms_uni(
	.clk(clk),
	.rst(rst),
	.number_in(ms_units),
	.code_out(ms1)
);
seg	ms_ten(
	.clk(clk),
	.rst(rst),
	.number_in(ms_tens),
	.code_out(ms2)
);
endmodule		
module  debounce (
	clk,
	rst,
	key_in,
	key_out
);
input clk;
input rst;
input key_in;
output key_out;
reg key_out;
reg [17:0]debounce;
reg flag=1'b0;
reg buff1;
reg buff2;
reg buff3;
reg buff4;
always@(posedge clk or negedge rst)
begin
	if(!rst)
			debounce[17:0]=18'b0;
	else
	begin
		if(debounce[17:0]!=18'd250) 
		begin
			debounce[17:0]<=debounce+1;
			flag<=1'b0;
		end
		else
		begin
			debounce[17:0]<=18'b0;
			flag<=1'b1;
		end
	end
end
always@(posedge clk or negedge rst)
begin
	if(!rst)
	begin
		buff1<=1;
		buff2<=1;
		buff3<=1;
		buff4<=1;
	end
	else
	begin
		if(flag)
		begin
			buff1<=key_in;
			buff2<=buff1;
			buff3<=buff2;
			buff4<=buff3;
		end
		else
		begin 
			buff1<=buff1;
			buff2<=buff2;
			buff3<=buff3;
			buff4<=buff4;
		end
	end
end
always@(posedge clk or negedge rst)
begin
	if(!rst)
		key_out<=1;
	else
	begin
		if(!buff1 && !buff2 && !buff3 && !buff4)
			key_out<=0;
		else
			key_out<=1;
	end
end
endmodule 
module edge_detect (
   clk,
   rst,
   data_in,
   pos_edge,
   neg_edge 
   );
input      clk;
input      rst;
input      data_in;
output     pos_edge;
output     neg_edge;
reg        data_in_d1;
reg        data_in_d2; 
assign pos_edge =  data_in_d1 & ~data_in_d2;
assign neg_edge =  ~data_in_d1 & data_in_d2;
always@(posedge clk or negedge rst) 
begin
  if (!rst)
  begin
    data_in_d1 <= 1'b0;
    data_in_d2 <= 1'b0;
  end
  else 
  begin
    data_in_d1 <= ~data_in;
    data_in_d2 <= data_in_d1;   
  end
end
endmodule
module seg(
	clk,
	rst,
	number_in,
	code_out
);
input clk;
input rst;
input [3:0]number_in;
output [6:0]code_out;
reg [6:0]code_out;
always@(posedge clk or negedge rst)
begin
	if(!rst)
		code_out<=7'b1000000;
	else
		begin
			case(number_in)
			4'h0: code_out <= 7'b1000000;  
			4'h1: code_out <= 7'b1111001;  
			4'h2: code_out <= 7'b0100100;  
			4'h3: code_out <= 7'b0110000;  
			4'h4: code_out <= 7'b0011001;  
			4'h5: code_out <= 7'b0010010;  
			4'h6: code_out <= 7'b0000010;  
			4'h7: code_out <= 7'b1111000;  
			4'h8: code_out <= 7'b0000000;  
			4'h9: code_out <= 7'b0011000;  
			4'ha: code_out <= 7'b0001000;  
			4'hb: code_out <= 7'b0000011;  
			4'hc: code_out <= 7'b1000110;  
			4'hd: code_out <= 7'b0100001;  
			4'he: code_out <= 7'b0000110;  
			4'hf: code_out <= 7'b0001110;  
	     default: code_out <= 7'b0111111;  
		  endcase
		end
end
endmodule
module state(
	clk,
	rst,
	key0,
	run_stop
);
input clk;
input rst;
input key0;
output run_stop;
reg run_stop=1'b0;
always@(posedge clk or negedge rst)
begin
	if(!rst)
		run_stop<=1'b0;
	else
	begin
	if(key0)
		if(run_stop)
			run_stop<=0;
		else
			run_stop<=1;
	else
		run_stop<=run_stop;
	end
end
endmodule
module  stopwatch	(
	clk,
	rst,
	run_stop,
	min,
	sec,
	ms
);
input	clk;
input	rst;
input run_stop;
output min;
output sec;
output ms;
reg	[31:0]min_counter;
reg	[25:0]sec_counter;
reg	[18:0]ms_counter;
reg	[6:0]ms;
reg	[6:0]sec;
reg	[6:0]min;
always@(posedge clk or negedge rst)
begin
	if(!rst)
		ms_counter <=19'b1;
	else 
	begin
		if(ms_counter==19'd500000)
			ms_counter <=19'b0;
		else
		begin
			if(run_stop)
				ms_counter <=ms_counter+1;
			else
				ms_counter <=ms_counter;
		end			
	end
end
always@(posedge clk or negedge rst)
begin
	if(!rst)
		ms<=7'd0;
	else
	begin
		if(run_stop)
			if(ms_counter==19'd0)
				if(ms==7'd99)
					ms<=7'd0;
				else
					ms<=ms+1;
			else
				ms<=ms;
		else
			ms<=ms;
	end
end
always@(posedge clk or negedge rst)
begin
	if(!rst)
		sec_counter<=26'b1;
	else
	begin
		if(sec_counter==26'd50000000)
			sec_counter <= 26'b0;
		else
		begin
			if(run_stop)
				sec_counter <=sec_counter+1;
			else
				sec_counter <=sec_counter;
		end
	end
end
always@(posedge clk or negedge rst)
begin
	if(!rst)
		sec<=7'd0;
	else
	begin
		if(run_stop)
			if(sec_counter==19'd0)
				if(sec==7'd59)
					sec<=7'd0;
				else
					sec<=sec+1;
			else
				sec<=sec;
		else
			sec<=sec;
	end
end
always@(posedge clk or negedge rst)
begin
	if(!rst)
		min_counter<=32'b1;
	else
	begin
		if(min_counter==32'd3000000000)
			min_counter <= 32'b0;
		else
		begin
			if(run_stop)
				min_counter <=min_counter+1;
			else
				min_counter <=min_counter;
		end
	end
end
always@(posedge clk or negedge rst)
begin
	if(!rst)
		min<=7'd0;
	else
	begin
		if(run_stop)
			if(min_counter==19'd0)
				if(min==7'd59)
					min<=7'd0;
				else
					min<=min+1;
			else
				min<=min;
		else
			min<=min;
	end
end
endmodule
```

## run.sh

```bash
#!/bin/bash
# OpenROAD 26Q1-2900-gdf79404cd8, Yosys 0.63+post, stock flow scripts
make -C /OpenROAD-flow-scripts/flow DESIGN_CONFIG=/design/flow/config.mk WORK_HOME=/design/flow/orfs finish
```

## config.mk

```make
export PLATFORM = sky130hd
export DESIGN_NAME = Lab1
export DESIGN_NICKNAME = Lab1
export VERILOG_FILES = /design/flow/design.v
export SDC_FILE = /design/flow/constraint.sdc
export NUM_CORES = 4
export LEC_CHECK = 1
export CORE_UTILIZATION = 50
export SYNTH_HDL_FRONTEND = slang
```

## constraint.sdc

```tcl
current_design Lab1

set clk_period 6.8
set clk_io_pct 0.2

create_clock -name clk0 -period $clk_period [get_ports {clk}]

set non_clock_inputs [all_inputs -no_clocks]
set_input_delay [expr $clk_period * $clk_io_pct] -clock clk0 $non_clock_inputs
set_output_delay [expr $clk_period * $clk_io_pct] -clock clk0 [all_outputs]
```

==> run summary <==
impl run done, here's what came out: CP Cell Sequence nor2_1 > inv_1 > ha_1 > nand2b_1 > o21ai_1 > a21boi_4 > mux2i_1 > nand3b_1 > a31oi_1 > nand4_4 > xnor2_1 > inv_1 > ha_1 > inv_1 > mux2i_1 > a211oi_1, CP peak stage delay 0.61 ns, status finished, final reports clean, power density cells 316 nW/um^2, Worst setup EP type register, Sink Count 143, count of tool warnings 63, first-pass GRT wire length 30400 um, Post-synth top cells dfrtp_1, nand2_1, nor2_1, Fillers 1425, Seq share, synth 0.398, grt total ovfl 0, Synth Area in Simple Gates 0.226, # diodes 0, Yosys reg bits 143, Clock Latency Late Sink 0.41 ns, Period minus WS final 4.75 ns, most frequent cell after synthesis dfrtp_1, fraction of layout cells with a size suffix above 1 0.0753, Die Y 136 um, worst vdd ir 0.257 mV, wire length per cell 13.9 um, XOR/XNOR Fraction of Synth Area 0.0893, Core Box Area 17500 sq um, DRC viols 0, Post-CTS Hold Fix Bufs 0, Post-Synthesis Cell Area 9030 sq um, synthesized instance count 978, Setup crit start kind register, Largest logic family simple AND/OR/NAND/NOR gates, Finish-stage setup viols 0, Die Area 18600 sq um, Avg Cell Area, Syn 9.23 sq um, H-Tree Depth 4, number of global-route vias before repair 6462, All-Layer GR Usage 0.205, total iterations of the first detailed-routing run 5, 1st-iter DRT viols 512, vias 7107, MUX share of area 0.0292, Worst EP required 7.11 ns, RSZ-0062 raised after global routing false, Final Cycle Share 0.699, fraction of registers with async set/reset 1.00, post_cts resized 0, top cells, area dfrtp_1, ha_1, xnor2_1, Via-to-Cell Ratio 5.70, Top FF cell, synth dfrtp_1, WP buf/inv 3, pin count of the biggest net entering global routing 55, Design Power 3.23 mW, detailed placement HPWL 12000 um, adder-cell area share of the yosys netlist 0.0796, Top cell area share 0.371, Post-CTS Setup Bufs 0, fp util 0.516, EDFF count, synth 0, FMAX 0.210 GHz, Crit Path Class reg -> reg, Clock transition at path regs 0.06 ns, WP data arrival 5.07 ns, worst-path fanout max 19, HP Class reg -> reg, area delta synth->final 13.4%, Final Skew 0.00824 ns, max_slew headroom 0.473, AO/OA Area Share 0.140, Leakage Power 4.55 nW, antenna violations before repair 0, CTS tree built, Post-DRT Antenna Nets 0, Yosys Instances 978, most frequent CP cell inv_1, Unique masters post-synth 90, CTS Buffer Depth 2, Slew @ Worst Pin 0.783 ns, CTS Buf Count 17, Max Cap Violations 0, Final TNS setup 0 ns, RD Place Congestion 0.865, area leader, netlist dfrtp_1, post-route insts no fill 1247, clk root buf clkbuf_16, Yosys Chip Area 9030 sq um, yosys warns 0, Port Buffers 44, Final Hold Violation Tally 0, num ports 45, WHS 0.372 ns, die width 136 um, Max Slew Vio Count 0, Std-Cell Rows 48, slowest stage cell, crit path dfrtp_1, final wirelength 17400 um, Crit path max-delay family AND-OR/OR-AND gates, Cells after DPL 1215
[layout make-up]
cell class | count | area [sq um] | area share
flip-flops and latches | 143 | 3590 | 0.351
repair buffers | 51 | 494 | 0.0483
well taps | 225 | 282 | 0.0275
multi-input cells | 749 | 5090 | 0.497
inverters | 47 | 176 | 0.0172
clock inverters | 10 | 136 | 0.0133
clock buffers | 22 | 464 | 0.0454
[routing by layer]
metal | wire, um | global-route usage | vias to the layer above
met1 | 8780 | 0.335 | 3420
met5 | 0 | 0 | -
met2 | 7800 | 0.304 | 133
met3 | 626 | 0.0334 | 11
li1 | - | - | 3543
met4 | 163 | 0.0241 | 0
[layout by cell type, fill, tap and decap left out, types with 9 or more instances in the layout]
cell / netlist / routed
inv_1: 45 / 45
clkbuf_16: 0 / 17
or3_1: 9 / 9
dfrtp_1: 134 / 134
o21ai_0: 50 / 50
o22ai_1: 14 / 14
xor2_1: 39 / 39
nor2_1: 85 / 85
ha_1: 54 / 54
and3_1: 18 / 18
nand2_1: 103 / 103
nor3_1: 26 / 26
clkdlybuf4s50_1: 0 / 43
xnor2_1: 48 / 48
nand2b_1: 10 / 10
nand4_1: 26 / 26
nor2b_1: 16 / 16
a21oi_1: 27 / 27
mux2i_1: 19 / 19
nor4_1: 11 / 11
nand3_1: 46 / 46
dfstp_2: 9 / 9
[cells by family (layout without fill, tap and decap cells)]
family                   after synthesis  in the layout
XOR/XNOR                              89             89
buffers and inverters                 86            130
AND/OR/NAND/NOR                      398            398
flip-flops                           143            143
adder cells (fa/ha/maj)               58             58
multiplexers                          25             25
AND-OR/OR-AND                        179            179
[state kept, by name, indices dropped and copies added (netlist names), 7 cells and up]
register                count
sec_ten.code_out            7
min_ten.code_out            7
sec_uni.code_out            7
ms_ten.code_out             7
stopwatch1.sec              7
ms_uni.code_out             7
stopwatch1.min_counter     32
stopwatch1.min              7
min_uni.code_out            7
stopwatch1.ms               7
stopwatch1.ms_counter      19
stopwatch1.sec_counter     26
[where the power goes]
| part | internal (mW) | switching (mW) | total [mW] |
|---|---|---|---|
| Combinational | 0.535 | 0.556 | 1.09 |
| Clock | 0.595 | 0.345 | 0.940 |
| Sequential | 1.03 | 0.172 | 1.20 |
[stage by stage]
| stage | setup WS [ns] | utilization | instance area [sq um] |
|---|---|---|---|
| after CTS | 2.04 | 0.586 | 10200 |
| final | 2.05 | 0.586 | 10200 |
| after global routing | 1.62 | 0.586 | 10200 |
| after global placement | 2.30 | 0.551 | 9630 |
| after detailed placement | 2.06 | 0.551 | 9630 |
| after floorplan | 2.83 | - | 9030 |
[worst paths after layout]
check                                     endpoint  depth (start not counted)                    start  slack [ns]
max                             ms_uni.code_out[3]                         16         stopwatch1.ms[4]        2.05
min                        edge_detect0.data_in_d2                          0  edge_detect0.data_in_d1        0.37
max reg2reg                     ms_uni.code_out[3]                         16         stopwatch1.ms[4]        2.05
min reg2reg                edge_detect0.data_in_d2                          0  edge_detect0.data_in_d1        0.37
max in group asynchronous       ms_ten.code_out[0]                          2                      rst        4.88
min in group asynchronous      min_ten.code_out[2]                          1                      rst        0.87
Power figures rest on the tool's default switching activity, not on a simulated workload.
